### design/flow/run.sh
#!/bin/bash
# OpenROAD 26Q1-2900-gdf79404cd8, Yosys 0.63+post, stock flow scripts
make -C /OpenROAD-flow-scripts/flow DESIGN_CONFIG=/design/flow/config.mk WORK_HOME=/design/flow/orfs finish
### design/flow/config.mk
export PLATFORM = sky130hd
export DESIGN_NAME = AudRecorder
export DESIGN_NICKNAME = AudRecorder
export VERILOG_FILES = /design/flow/design.v
export SDC_FILE = /design/flow/constraint.sdc
export NUM_CORES = 4
export LEC_CHECK = 1
export CORE_UTILIZATION = 50
### design/flow/constraint.sdc
current_design AudRecorder

set clk_period 3.9
set clk_io_pct 0.2

create_clock -name clk0 -period $clk_period [get_ports {i_clk}]

set non_clock_inputs [all_inputs -no_clocks]
set_input_delay [expr $clk_period * $clk_io_pct] -clock clk0 $non_clock_inputs
set_output_delay [expr $clk_period * $clk_io_pct] -clock clk0 [all_outputs]
### design/flow/design.v
module AudRecorder(
	input           i_rst_n, 
	input           i_clk,
	input           i_lrc,
	input           i_start,
	input           i_pause,
	input           i_stop,
	input           i_data,
	output [19:0]   o_address,
	output [15:0]   o_data
);
localparam S_IDLE = 0;
localparam S_READ = 1;
localparam S_SAVE = 2;
localparam S_WAIT_1 = 3;
localparam S_WAIT_2 = 4;
logic [2:0]		state_r, state_w;
logic [19:0]	addr_r, addr_w;
logic [15:0]	data_r, data_w;
logic [3:0]		cnt_r, cnt_w;
assign o_address = addr_r;
assign o_data 	 = (state_r == S_SAVE) ? data_r : '0;
always_comb begin
	state_w = state_r;
	addr_w = addr_r;
	data_w = data_r;
	cnt_w = cnt_r;
	case(state_r)
		S_IDLE: begin
			if ( i_start ) begin
				state_w = (i_lrc) ? S_WAIT_2 : S_WAIT_1;
				addr_w = 0;
			end
		end
		S_WAIT_1: begin 	 
			if ( i_lrc == 1 ) begin state_w = S_WAIT_2; end
		end
		S_WAIT_2: begin 	 
			if ( i_lrc == 0 ) begin state_w = S_READ; end
			cnt_w = 0;
		end
		S_READ: begin		 
			data_w = { data_r[14:0], i_data };
			cnt_w = ( cnt_r == 15 ) ? 0 : cnt_r + 1;
			state_w = ( cnt_r == 15 ) ? S_SAVE : state_w;
		end
		S_SAVE: begin		 
			addr_w = addr_r + 1;
			state_w = S_WAIT_1;
		end
	endcase
	if ( i_pause || i_stop ) begin
		state_w = S_IDLE;
	end
end
always_ff @ ( posedge i_clk or negedge i_rst_n ) begin
	if ( !i_rst_n ) begin
		cnt_r <= 0;
		addr_r <= 0;
		data_r <= 0;
		state_r <= S_IDLE;
	end
	else begin
		cnt_r <= cnt_w;
		addr_r <= addr_w;
		data_r <= data_w;
		state_r <= state_w;
	end
end
endmodule
module AudPlayer(
	input           i_rst_n,
	input           i_bclk,
	input           i_daclrck,
	input           i_en,  
	input [15:0]    i_dac_data,  
	output          o_aud_dacdat
);
localparam S_WAIT = 1;
localparam S_SEND = 0;
logic [1:0]		state_r, state_w;
logic [15:0]	data_r, data_w;
logic [3:0]		cnt_r, cnt_w;
logic 			lrc_r;
assign o_aud_dacdat = ( state_r == S_SEND ) ? data_r[cnt_r] : 0;
always_comb begin
	state_w = state_r; 
	data_w = data_r;
	cnt_w = cnt_r;
	if ( i_en ) begin
		case(state_r)
			S_WAIT: begin		 
				if ( i_daclrck != lrc_r ) begin
					state_w = S_SEND;
					data_w = ( i_daclrck ) ? data_r : i_dac_data;
					cnt_w = 15;
				end
			end
			S_SEND: begin
				state_w = (cnt_r == 0) ? S_WAIT : state_w;
				cnt_w = (cnt_r == 0) ? 15 : cnt_r - 1;
			end
		endcase
	end else begin
		state_w = S_WAIT;
	end
end
always_ff @(posedge i_bclk or negedge i_rst_n) begin
	if ( !i_rst_n ) begin
		cnt_r <= 0;
		data_r <= 0;
		lrc_r <= 0;
		state_r <= S_WAIT;
	end else begin
		cnt_r <= cnt_w;
		data_r <= data_w;
		state_r <= state_w;
		lrc_r <= i_daclrck;
	end
end
endmodule
==> PnR_summary.wiki <==
=== Synthesis and place and route ===
{| class="wikitable"
! Metric !! Value
|-
| Maximum clock rate || around 350 MHz
|-
| Cell count in the Yosys report || ~250
|-
| Routed wirelength normalized by instance count || approximately 13 um
|-
| Count of input and output buffers || about 42
|-
| Setup repair bufs after CTS || 0
|-
| Multi-input logic area || ~1100 sq um
|-
| Sum of buffers and inverters on the critical path || 2
|-
| Yosys warning tally || 1
|-
| Cell Area, Synth || about 2200 sq um
|-
| Final GP Congestion || just over 0.8
|-
| Number of vias per cell after detailed routing || 5.43
|-
| Period minus WS final || about 2800 ps
|-
| Commonest cells after routing, fill and taps aside || sky130_fd_sc_hd__nand2_1 (71), sky130_fd_sc_hd__dfrtp_1 (43), sky130_fd_sc_hd__clkdlybuf4s50_1 (41), sky130_fd_sc_hd__and2_1 (17), sky130_fd_sc_hd__o21ai_0 (16)
|-
| Post-synthesis cell count || 248
|-
| Setup tns final || 0 ps
|-
| Cell Type Count || 47
|-
| Final Cycle Share || between 70% and 80%
|-
| Crit path arrival time || between 2000 and 2500 ps
|-
| Effective utilization at floorplan || a little over half
|-
| Highest fanout seen on the critical path || 24
|-
| Die area || 4670 sq um
|-
| Number of iterations in the first detailed-routing pass || 4
|-
| Worst R2R End || addr_r[12]
|-
| Post-DP HPWL || between 2000 and 3000 um
|-
| Largest incremental delay on the critical path || about 600 ps
|-
| Width of the die || about 68 um
|-
| Overall overflow remaining after global route || 0
|-
| Footprint of the flip-flops and latches || ~1100 sq um
|-
| Leading cell type in the layout, fill and taps excluded || sky130_fd_sc_hd__nand2_1
|-
| Wire length of the first global-routing pass || around 7500 um
|-
| Part of the Yosys area used for sequential elements || 48.9%
|-
| Vertical die dimension || about 70 um
|-
| Synth-to-Final Area Change || 25.9%
|-
| Mean Syn Cell Area || 8.87 sq um
|-
| Setup crit start kind || register
|-
| Core area || a little over 4000 sq um
|-
| Number of buffers created by CTS || 5
|-
| Hold-fix buffers, CTS || 0
|-
| Endpoint of the worst setup timing path || o_data[15]
|-
| Global router's overall resource usage || between 20% and 30%
|-
| Fill cell instance count of the final layout || roughly 320
|-
| Largest net degree at the start of global routing || ~44
|-
| Maximum buffer depth of the clock tree || 2
|-
| Number of antenna violations at the first check in global routing || 0
|-
| WP data required || around 3100 ps
|-
| Cell area after layout || around 2800 sq um
|-
| Worst path slowest cell || sky130_fd_sc_hd__dfrtp_1
|-
| Power density cells || ~370 nW/um^2
|-
| Number of cells on the worst reg-to-reg path || 3
|-
| Placed cell areas || 2650 sq um
|-
| Ratio of cells with drive above 1 in the final layout || 6.27%
|-
| FF-to-FF setup slack || roughly 1700 ps
|-
| Clock tree from TritonCTS || done
|-
| Number of max-cap violations || 0
|-
| Worst setup EP type || primary output
|-
| Worst Max-Slew Pin Slew || around 810 ps
|-
| Final Max-Slew Violation Tally || 0
|-
| Yosys synthesis chip area || ~2200 sq um
|-
| Reg-to-Reg Start || state_r[1]
|-
| Area fraction of the dominant cell type after synthesis || between 40% and 50%
|-
| Post-detailed-route count of antenna-violating nets || 0
|-
| Setup skew after layout || between 9 and 10 ps
|-
| Number of DRC markers in iteration 0 || 152
|-
| CTS-repair resized insts || 0
|-
| Cell row count || 23
|-
| Top cell type by total area after synthesis || sky130_fd_sc_hd__dfrtp_1
|-
| Final hold violations || 0
|-
| Skew-Pair Late Insertion Delay || 300 ps
|-
| CTS sink cnt || 43
|-
| OpenROAD warning count || 26
|-
| Cell chosen for the clock root || sky130_fd_sc_hd__clkbuf_8
|-
| Asr flop ratio synth || about 100%
|-
| Top area cell types || sky130_fd_sc_hd__dfrtp_1 (49%), sky130_fd_sc_hd__nand2_1 (12%), sky130_fd_sc_hd__mux2i_1 (5.0%), sky130_fd_sc_hd__and2_1 (4.8%), sky130_fd_sc_hd__o21ai_0 (3.6%)
|-
| Top Family by Delay on Critical Path || buffers and inverters
|-
| Path type of the worst min-delay path || reg2reg
|-
| Unrepaired setup endpoints after global routing || false
|-
| Clock transition at path regs || 80 ps
|-
| Critical Setup Path Class || reg2out
|-
| DR vias || 1830
|-
| DRC violations left || 0
|-
| Number of enable-type register cells in the synthesized netlist || 0
|-
| Logic depth of the worst path, buffers included || 4
|-
| Number of antenna cells inserted || 0
|-
| First element of the critical path || state_r[1]
|-
| Result of the run || completed
|-
| Number of placed I/O pins || approximately 43
|-
| CTS H-Tree Depth || 2
|-
| Chain of cells forming the critical path || nor3b_2, buf_4, and2_1, clkdlybuf4s50_1
|-
| Routed Wire Length || roughly 4400 um
|-
| Dominant Register Cell || sky130_fd_sc_hd__dfrtp_1
|-
| Vias in the first global route || about 1.6k
|-
| Flops after synth || approximately 43
|-
| Leakage power total || roughly 1.3 nW
|-
| Worst slew margin relative to its limit || between 40% and 50%
|-
| Number of endpoints failing setup at the final stage || 0
|-
| Maximum vdd ir drop || about 270 uV
|}
==> synth_stat cells (2+ instances only) <==
| cell type | n |
|---|---|
| sky130_fd_sc_hd__a31oi_1 | 2 |
| sky130_fd_sc_hd__a21o_1 | 2 |
| sky130_fd_sc_hd__buf_2 | 4 |
| sky130_fd_sc_hd__nand2_1 | 71 |
| sky130_fd_sc_hd__and3_1 | 2 |
| sky130_fd_sc_hd__o21ai_0 | 16 |
| sky130_fd_sc_hd__and2_1 | 17 |
| sky130_fd_sc_hd__nor2_1 | 5 |
| sky130_fd_sc_hd__nor3b_1 | 2 |
| sky130_fd_sc_hd__nand3_1 | 10 |
| sky130_fd_sc_hd__nand4_1 | 8 |
| sky130_fd_sc_hd__a21oi_1 | 5 |
| sky130_fd_sc_hd__nand2b_1 | 2 |
| sky130_fd_sc_hd__dfrtp_1 | 43 |
| sky130_fd_sc_hd__ha_1 | 2 |
| sky130_fd_sc_hd__inv_1 | 4 |
| sky130_fd_sc_hd__mux2i_1 | 11 |
| sky130_fd_sc_hd__nor4_1 | 3 |
| sky130_fd_sc_hd__nor3_1 | 3 |
| sky130_fd_sc_hd__clkbuf_1 | 9 |
==> per-stage QoR <==
step | setup WS, ps | util, % | hold WS, ps | power, mW | instances
after CTS | 1070 | 67.3 | 480 | 1.02 | 337
after global placement | 1140 | 64.5 | 453 | 0.660 | 329
after global routing | 930 | 67.3 | 499 | 1.07 | 337
after detailed placement | 1110 | 64.5 | 464 | 0.661 | 329
final | 1080 | 67.3 | 473 | 1.02 | 337
after floorplan | 1910 | - | 423 | 0.613 | 248
==> registers in the layout, indices dropped and copies added, names as in the netlist <==
signal / flops
addr_r: 20
state_r: 3
data_r: 16
cnt_r: 4
==> routing by layer <==
metal / vias up / track usage, % / wire, um
met5: - / 0 / 0
met4: 0 / 2.34 / 56
met3: 6 / 4.05 / 188
met2: 44 / 32.7 / 1950
met1: 847 / 35.8 / 2220
li1: 933 / - / -
==> cells by family (layout without fill, tap and decap cells) <==
kind of cell    count (synthesis)  count (layout)  share of synthesized area, %
compound gates                 36              36                          10.1
flops                          43              43                          48.9
mux                            11              11                          5.00
xor+xnor                        2               2                         0.796
simple gates                  136             136                          30.8
buf+inv                        18              57                          3.30
fa+ha+maj                       2               2                          1.14
==> worst register-to-register path: stages (launching register included) <==
cell,delay [ps]
sky130_fd_sc_hd__dfrtp_1,540
sky130_fd_sc_hd__or4b_1,820
sky130_fd_sc_hd__and2_0,380
sky130_fd_sc_hd__a211o_1,330
==> area by class of cell <==
cell class                      count  area share (%)
Timing Repair Buffer               45            15.8
Tap cell                           50            2.26
Multi-Input combinational cell    187            38.3
Inverter                            4           0.542
Clock inverter                      2            1.26
Sequential cell                    43            38.8
Clock buffer                        6            2.98
==> power breakdown <==
part | internal (mW) | switching, mW
clock | 0.207 | 0.154
sequential | 0.493 | 0.0469
combinational | 0.0530 | 0.0615
==> worst min path at each step <==
stage | endpoint | slack (ps) | start | depth (start not counted)
finish | addr_r[19] | 470 | addr_r[19] | 1
global route | addr_r[19] | 500 | addr_r[19] | 1
CTS | addr_r[19] | 480 | addr_r[19] | 1
Power is estimated from default activity; no workload was simulated.
