==> flow/design.v <==
module DE2_115 (
	input CLOCK_50,
	input CLOCK2_50,
	input CLOCK3_50,
	input ENETCLK_25,
	input SMA_CLKIN,
	output SMA_CLKOUT,
	output [8:0] LEDG,
	output [17:0] LEDR,
	input [3:0] KEY,
	input [17:0] SW,
	output [6:0] HEX0,
	output [6:0] HEX1,
	output [6:0] HEX2,
	output [6:0] HEX3,
	output [6:0] HEX4,
	output [6:0] HEX5,
	output [6:0] HEX6,
	output [6:0] HEX7,
	output LCD_BLON,
	inout [7:0] LCD_DATA,
	output LCD_EN,
	output LCD_ON,
	output LCD_RS,
	output LCD_RW,
	output UART_CTS,
	input UART_RTS,
	input UART_RXD,
	output UART_TXD,
	inout PS2_CLK,
	inout PS2_DAT,
	inout PS2_CLK2,
	inout PS2_DAT2,
	output SD_CLK,
	inout SD_CMD,
	inout [3:0] SD_DAT,
	input SD_WP_N,
	output [7:0] VGA_B,
	output VGA_BLANK_N,
	output VGA_CLK,
	output [7:0] VGA_G,
	output VGA_HS,
	output [7:0] VGA_R,
	output VGA_SYNC_N,
	output VGA_VS,
	input AUD_ADCDAT,
	inout AUD_ADCLRCK,
	inout AUD_BCLK,
	output AUD_DACDAT,
	inout AUD_DACLRCK,
	output AUD_XCK,
	output EEP_I2C_SCLK,
	inout EEP_I2C_SDAT,
	output I2C_SCLK,
	inout I2C_SDAT,
	output ENET0_GTX_CLK,
	input ENET0_INT_N,
	output ENET0_MDC,
	input ENET0_MDIO,
	output ENET0_RST_N,
	input ENET0_RX_CLK,
	input ENET0_RX_COL,
	input ENET0_RX_CRS,
	input [3:0] ENET0_RX_DATA,
	input ENET0_RX_DV,
	input ENET0_RX_ER,
	input ENET0_TX_CLK,
	output [3:0] ENET0_TX_DATA,
	output ENET0_TX_EN,
	output ENET0_TX_ER,
	input ENET0_LINK100,
	output ENET1_GTX_CLK,
	input ENET1_INT_N,
	output ENET1_MDC,
	input ENET1_MDIO,
	output ENET1_RST_N,
	input ENET1_RX_CLK,
	input ENET1_RX_COL,
	input ENET1_RX_CRS,
	input [3:0] ENET1_RX_DATA,
	input ENET1_RX_DV,
	input ENET1_RX_ER,
	input ENET1_TX_CLK,
	output [3:0] ENET1_TX_DATA,
	output ENET1_TX_EN,
	output ENET1_TX_ER,
	input ENET1_LINK100,
	input TD_CLK27,
	input [7:0] TD_DATA,
	input TD_HS,
	output TD_RESET_N,
	input TD_VS,
	inout [15:0] OTG_DATA,
	output [1:0] OTG_ADDR,
	output OTG_CS_N,
	output OTG_WR_N,
	output OTG_RD_N,
	input OTG_INT,
	output OTG_RST_N,
	input IRDA_RXD,
	output [12:0] DRAM_ADDR,
	output [1:0] DRAM_BA,
	output DRAM_CAS_N,
	output DRAM_CKE,
	output DRAM_CLK,
	output DRAM_CS_N,
	inout [31:0] DRAM_DQ,
	output [3:0] DRAM_DQM,
	output DRAM_RAS_N,
	output DRAM_WE_N,
	output [19:0] SRAM_ADDR,
	output SRAM_CE_N,
	inout [15:0] SRAM_DQ,
	output SRAM_LB_N,
	output SRAM_OE_N,
	output SRAM_UB_N,
	output SRAM_WE_N,
	output [22:0] FL_ADDR,
	output FL_CE_N,
	inout [7:0] FL_DQ,
	output FL_OE_N,
	output FL_RST_N,
	input FL_RY,
	output FL_WE_N,
	output FL_WP_N,
	inout [35:0] GPIO,
	input HSMC_CLKIN_P1,
	input HSMC_CLKIN_P2,
	input HSMC_CLKIN0,
	output HSMC_CLKOUT_P1,
	output HSMC_CLKOUT_P2,
	output HSMC_CLKOUT0,
	inout [3:0] HSMC_D,
	input [16:0] HSMC_RX_D_P,
	output [16:0] HSMC_TX_D_P,
	inout [6:0] EX_IO
);
logic keydown0, keydown2, keydown3;
logic [3:0] random_value1, random_value2, random_value3, random_value4;
Debounce deb0(
	.i_in(KEY[0]),
	.i_rst_n(KEY[1]),
	.i_clk(CLOCK_50),
	.o_neg(keydown0)
);
Debounce deb2(
	.i_in(KEY[2]),
	.i_rst_n(KEY[1]),
	.i_clk(CLOCK_50),
	.o_neg(keydown2)
);
Debounce deb3(
	.i_in(KEY[3]),
	.i_rst_n(KEY[1]),
	.i_clk(CLOCK_50),
	.o_neg(keydown3)
);
Top top0(
	.i_clk(CLOCK_50),
	.i_rst_n(KEY[1]),
	.i_start(keydown0),
	.i_prev(keydown2),
	.i_next(keydown3),
	.o_random_out1(random_value1),
	.o_random_out2(random_value2),
	.o_random_out3(random_value3),
	.o_random_out4(random_value4)
);
SevenHexDecoder seven_dec0(
	.i_hex(random_value1),
	.o_seven_ten(HEX1),
	.o_seven_one(HEX0)
);
SevenHexDecoder seven_dec1(
	.i_hex(random_value2),
	.o_seven_ten(HEX3),
	.o_seven_one(HEX2)
);
SevenHexDecoder seven_dec2(
	.i_hex(random_value3),
	.o_seven_ten(HEX5),
	.o_seven_one(HEX4)
);
SevenHexDecoder seven_dec3(
	.i_hex(random_value4),
	.o_seven_ten(HEX7),
	.o_seven_one(HEX6)
);
endmodule
module Debounce (
	input  i_in,
	input  i_clk,
	input  i_rst_n,
	output o_debounced,
	output o_neg,
	output o_pos
);
parameter CNT_N = 7;
localparam CNT_BIT = $clog2(CNT_N+1);
logic o_debounced_r, o_debounced_w;
logic [CNT_BIT-1:0] counter_r, counter_w;
logic neg_r, neg_w, pos_r, pos_w;
assign o_debounced = o_debounced_r;
assign o_pos = pos_r;
assign o_neg = neg_r;
always_comb begin
	if (i_in != o_debounced_r) begin
		counter_w = counter_r - 1;
	end else begin
		counter_w = CNT_N;
	end
	if (counter_r == 0) begin
		o_debounced_w = ~o_debounced_r;
	end else begin
		o_debounced_w = o_debounced_r;
	end
	pos_w = ~o_debounced_r &  o_debounced_w;  
	neg_w =  o_debounced_r & ~o_debounced_w;  
end
always_ff @(posedge i_clk or negedge i_rst_n) begin
	if (!i_rst_n) begin
		o_debounced_r <= '0;
		counter_r <= '0;
		neg_r <= '0;
		pos_r <= '0;
	end else begin
		o_debounced_r <= o_debounced_w;
		counter_r <= counter_w;
		neg_r <= neg_w;
		pos_r <= pos_w;
	end
end
endmodule
module SevenHexDecoder (
	input        [3:0] i_hex,
	output logic [6:0] o_seven_ten,
	output logic [6:0] o_seven_one
);
parameter D0 = 7'b1000000;
parameter D1 = 7'b1111001;
parameter D2 = 7'b0100100;
parameter D3 = 7'b0110000;
parameter D4 = 7'b0011001;
parameter D5 = 7'b0010010;
parameter D6 = 7'b0000010;
parameter D7 = 7'b1011000;
parameter D8 = 7'b0000000;
parameter D9 = 7'b0010000;
always_comb begin
	case(i_hex)
		4'h0: begin o_seven_ten = D0; o_seven_one = D0; end
		4'h1: begin o_seven_ten = D0; o_seven_one = D1; end
		4'h2: begin o_seven_ten = D0; o_seven_one = D2; end
		4'h3: begin o_seven_ten = D0; o_seven_one = D3; end
		4'h4: begin o_seven_ten = D0; o_seven_one = D4; end
		4'h5: begin o_seven_ten = D0; o_seven_one = D5; end
		4'h6: begin o_seven_ten = D0; o_seven_one = D6; end
		4'h7: begin o_seven_ten = D0; o_seven_one = D7; end
		4'h8: begin o_seven_ten = D0; o_seven_one = D8; end
		4'h9: begin o_seven_ten = D0; o_seven_one = D9; end
		4'ha: begin o_seven_ten = D1; o_seven_one = D0; end
		4'hb: begin o_seven_ten = D1; o_seven_one = D1; end
		4'hc: begin o_seven_ten = D1; o_seven_one = D2; end
		4'hd: begin o_seven_ten = D1; o_seven_one = D3; end
		4'he: begin o_seven_ten = D1; o_seven_one = D4; end
		4'hf: begin o_seven_ten = D1; o_seven_one = D5; end
	endcase
end
endmodule
module Top (
	input        i_clk,
	input        i_start,
	input        i_rst_n,
	input		 i_next,
	input		 i_prev,
	output [3:0] o_random_out1,
	output [3:0] o_random_out2,
	output [3:0] o_random_out3,
	output [3:0] o_random_out4
);
parameter S_IDLE = 1'd0;
parameter S_RAND = 1'd1;
parameter SEED_B = 1;
parameter SEED_A = 22695477;
parameter INDEX_LEN = 8'd23;		 
parameter INDEX_MAX = 8'd31;		 
parameter INDEX_MIN = 8'd26;		 
parameter CLK_UNIT= 48'd64;
parameter MEM_MAX = 63;
logic [15:0] out_r, out_w;
logic state_r, state_w;
logic [47:0] counter_r, counter_w;
logic [7:0] seed_r, seed_w;
logic [7:0] index_r, index_w;
logic [MEM_MAX:0] mem_r, mem_w;
logic [8:0] ptr_r, ptr_w;
assign o_random_out1 = out_r[3:0];
assign o_random_out2 = out_r[7:4];
assign o_random_out3 = out_r[11:8];
assign o_random_out4 = out_r[15:12];
always_comb begin
	counter_w 		= counter_r + CLK_UNIT;
	seed_w			= seed_r;
	index_w			= INDEX_MIN;
	state_w			= state_r;
	mem_w			= mem_r;
	ptr_w			= ptr_r;
	out_w			= mem_r[ptr_r -: 16];
	case(state_r)
	S_IDLE: begin
		if (i_start) begin
			counter_w			= 48'd0;
			mem_w[3:0]			= counter_r[12:9];
			state_w				= S_RAND;
			mem_w[MEM_MAX:4]	= mem_r[MEM_MAX-4:0];
			ptr_w				= 15;
		end
		else if (i_prev) begin
			ptr_w = (ptr_r < MEM_MAX) ? ptr_r+4 : ptr_w;
		end
		else if (i_next) begin
			ptr_w = (ptr_r > 15) ? ptr_r-4 : ptr_w;
		end
	end
	S_RAND: begin
		mem_w[3:0]		= (counter_r[index_r -: INDEX_LEN] == 0) ? (mem_r[3:0] * SEED_A + SEED_B): mem_w[3:0];
		counter_w		= counter_r[INDEX_MAX] ? CLK_UNIT: counter_w;
		index_w			= counter_r[INDEX_MAX] ? index_r + 1: index_r;
		state_w 		= (index_r == (INDEX_MAX-1) || i_start) ? S_IDLE : state_w;
	end
	endcase
end
always_ff @(posedge i_clk or negedge i_rst_n) begin
	if (!i_rst_n) begin
		out_r			<= 0;
		ptr_r			<= 15;
		mem_r			<= 0;
		seed_r			<= 4'd0;
		counter_r		<= 48'd0;
		index_r 		<= 8'd0;
		state_r			<= S_IDLE;
	end
	else begin
		out_r			<= out_w;
		ptr_r			<= ptr_w;
		mem_r			<= mem_w;
		seed_r			<= seed_w;
		counter_r		<= counter_w;
		index_r			<= index_w;
		state_r			<= state_w;
	end
end
endmodule
==> flow/run.sh <==
#!/bin/bash
# OpenROAD 26Q1-2900-gdf79404cd8, Yosys 0.63+post, stock flow scripts
make -C /OpenROAD-flow-scripts/flow DESIGN_CONFIG=/design/flow/config.mk WORK_HOME=/design/flow/orfs finish
==> flow/config.mk <==
export PLATFORM = sky130hd
export DESIGN_NAME = DE2_115
export DESIGN_NICKNAME = DE2_115
export VERILOG_FILES = /design/flow/design.v
export SDC_FILE = /design/flow/constraint.sdc
export NUM_CORES = 4
export LEC_CHECK = 1
export CORE_AREA = 10 10 300 300
export DIE_AREA = 0 0 310 310
==> flow/constraint.sdc <==
current_design DE2_115

set clk_period 10.5
set clk_io_pct 0.2

create_clock -name clk0 -period $clk_period [get_ports {CLOCK_50}]

set non_clock_inputs [all_inputs -no_clocks]
set_input_delay [expr $clk_period * $clk_io_pct] -clock clk0 $non_clock_inputs
set_output_delay [expr $clk_period * $clk_io_pct] -clock clk0 [all_outputs]
==> results.txt <==
Physical implementation.

- The flow ran to the end, and the final reports show no timing, DRC or antenna violations.
- The count of library flops with an enable pin is 0.
- Across all checked pins, the minimum headroom to the slew limit is 44.2%.
- The final timing report lists a hold violation count of 0.
- For reference, the final report shows the max-slew violation count at 0.
- The clock tree root driver cell is sky130_fd_sc_hd__clkbuf_16.
- Summing over the stages, the warning tally comes to 274.
- In this run, post-CTS repair resized a total of 0 instances.
- The synthesis stats list as the most numerous cell sky130_fd_sc_hd__buf_4.
- TritonCTS built the clock tree.
- The setup total negative slack is 0 ns.
- The post-CTS hold buffer count recorded in the log is 0.
- The DRC violations left is 0.
- The start point of the critical path is top0.index_r[0]$_DFFE_PN0P_.
- The share of flip-flops with an asynchronous set or reset after synthesis is 100%.
- The first global-routing pass estimated 57400 um of wire.
- The total of buffers placed on input and output ports is 48.
- The largest vdd supply drop is 0.137 mV.
- The count of endpoints failing setup in the final report is 0.
- The highest-delay cell along the critical path is sky130_fd_sc_hd__mux4_2.
- STA classifies the critical path startpoint as a flop.
- Per the log, the first TritonRoute iteration ended with a DRC count of 858.
- In this run the count of I/O pins placed on the die edge is 480.
- By startpoint and endpoint, the worst setup path is classified as reg -> reg.
- In the post-route analysis, the smallest setup slack over all paths is 5.77 ns.
- The top achievable clock speed is 212 MHz.
- The logic depth of the worst register-to-register path is 13.
- The latest clock arrival within the worst-skew pair is 0.44 ns.
- The first TritonRoute pass finished after 5 iterations.
- Per STA, the worst path is made up of inv_1 > buf_4 > ha_4 > buf_4 > mux4_2 > or3_1 > nand3b_1 > o41ai_1 > o311ai_0 > nand3_1 > o2111ai_1 > o21ai_2 > mux2_1.
- The number of antenna violations at the first check in global routing is 1.
- The biggest area consumer among synthesized cells is sky130_fd_sc_hd__dfrtp_1.
- The average instance area after synthesis is 8.71 um2.
- STA classifies the critical path endpoint as a flop.
- Summing every instance area after synthesis gives 14900 um2.
- The number of routed nets with antenna violations is 0.
- The CTS report gives the tree buffer count as 17.
- The ratio of total power to cell area is 128 nW/um2.
- The detailed-route wire length is 34900 um.
- The critical path endpoint is top0.mem_r[2]$_DFFE_PN0P_.
- The routed layout has 11500 vias.
- The capture instance of the worst register-to-register path is top0.mem_r[2]$_DFFE_PN0P_.
- In the hold timing report, the worst path depth is 1.
- The area fraction of the dominant cell type after synthesis is 25.3%.
- RePlAce ended its routability-driven mode at a weighted congestion of 0.889.
- The die boundary height is 310 um.
- In the Yosys report the total cell count is 1716.
- Before CTS, the worst setup slack after placement is 5.87 ns.
- In this run the horizontal extent of the chip is 310 um.
- The leakage power is 0.00637 uW.
- The finished layout holds 2752 standard cells, fillers aside.
- Setup repair after global routing left no endpoint under its margin.
- According to the floorplan report, the total die area is 96100 um2.
- The buffer depth of the longest clock path is 2.
- The core region is 83600 um2.
- The most numerous cell type found on the critical path is sky130_fd_sc_hd__buf_4.
- 0 antenna diodes ended up in the layout.
- The synthesized netlist has a Yosys-reported chip area of 14900 um2.
- The via density per instance is 4.16.
- Across all register-to-register paths, the minimum setup slack is 5.77 ns.
- Per STA, the highest per-stage delay on the worst path measures 0.62 ns.
- The detailed placer reported the number of placed instances as 2720.
- The report shows a maximum critical-path fanout of 47.
- The count of endpoints without a timing constraint is 141.
- Ranked by total cell area, the synthesized netlist is headed by sky130_fd_sc_hd__dfrtp_1, sky130_fd_sc_hd__buf_4, sky130_fd_sc_hd__mux4_2.
- After synthesis, flip-flops and latches occupy 25.8% of the total area.
- The initial core utilization is 17.9%.
- The critical path data arrival time is 5.05 ns.
- The final design utilization is 19.3%.
- The via count of the first global-routing pass was 11000.
- The netlist uses 93 different library cells.
- The required time reported for the critical path endpoint is 10.82 ns.
- The number of violations of the max-capacitance limit is 0.
- The warning tally printed by Yosys for this design is 195.
- The global-route usage over all layers is 7.07%.
- The synthesized instance count is 1716.
- The H-tree generated during clock tree synthesis spans 4 levels.
- The actual transition at the worst max-transition pin is 0.817 ns.
- In the synthesized netlist, the cells that appear most often are sky130_fd_sc_hd__buf_4, sky130_fd_sc_hd__dfrtp_1, sky130_fd_sc_hd__nor2_1, sky130_fd_sc_hd__nand2_1, sky130_fd_sc_hd__a21oi_1.
- The ratio of cells with drive above 1 in the final layout is 13.2%.
- The total overflow reported by the global router is 0.
- The post-CTS setup buffer count is 0.
- The number of sinks on the clock net is 154.
- The path class of the tightest hold or removal check is reg -> reg.
- The script logs the mean routed wire length per placed instance as 12.7 um.
- Per the run report, area growth between synthesis and finish was 8.07%.
- Entering global routing, the biggest net connects 73 pins.
- The count of state elements after synthesis is 154.
- The final HPWL from detailed placement is 25300 um.
- The power after layout is 2060 uW.
- The final period utilization is 45.0%.
- The startpoint of the worst register-to-register path is top0.index_r[0]$_DFFE_PN0P_.
- The synthesis report names the predominant flop master as sky130_fd_sc_hd__dfrtp_1.
- Subtracting the final worst setup slack from the clock period gives 4.73 ns.
- The largest clock skew in the final design is 0.0101 ns.
- The clock-pin slew on the worst setup and hold paths is 0.07 ns.
- The cell row count is 106.
==> how the worst min path moves through the flow <==
| stage | end | start | slack [ns] |
|---|---|---|---|
| CTS | deb0.counter_r[0]$_DFF_PN0_ | deb0.counter_r[0]$_DFF_PN0_ | 0.43 |
| global route | deb0.counter_r[0]$_DFF_PN0_ | deb0.counter_r[0]$_DFF_PN0_ | 0.44 |
| finish | deb0.counter_r[0]$_DFF_PN0_ | deb0.counter_r[0]$_DFF_PN0_ | 0.43 |
==> routing by layer <==
metal | global-route usage [%] | share of wire, % | vias to the layer above
met5 | 0 | 0.034 | -
met4 | 0.984 | 1.6 | 2
met3 | 1.20 | 5.3 | 38
met2 | 10.7 | 44 | 361
met1 | 10.8 | 49 | 5428
li1 | - | - | 5623
==> cell type report <==
type                       instances  area [um2]
timing repair buffer              70         647
clock buffer                      17         425
sequential                       154        3860
clock inverter                    15         200
fill                            9157       67400
tap                             1080        1350
inverter                          42         158
multi-input combinational       1374        9510
==> where the power goes <==
group / leakage, uW / total [uW] / switching [uW] / internal [uW]
clock network: 0.000305 / 660 / 277 / 383
logic: 0.00399 / 698 / 412 / 285
registers: 0.00208 / 706 / 71.0 / 635
total: 0.00637 / 2060 / 761 / 1300
==> stage by stage <==
stage / hold slack, ns / cell area, um2
floorplan: 0.406 / 15700
detailed placement: 0.420 / 15500
CTS: 0.431 / 16200
finish: 0.426 / 16200
global placement: 0.419 / 15500
global route: 0.436 / 16200
==> sequential cells by signal, summed over array words and instances (netlist names), 3 cells and up <==
signal	cells
deb0.counter_r	3
top0.mem_r	64
top0.counter_r	42
deb2.counter_r	3
top0.index_r	8
top0.out_r	16
deb3.counter_r	3
top0.ptr_r	8
==> cell families after synthesis <==
group	share of synthesized area, %
flip-flops	25.8
AND/OR/NAND/NOR	16.2
XOR/XNOR	4.28
adder cells (fa/ha/maj)	3.90
other	0.0502
buffers and inverters	15.9
multiplexers	18.5
AND-OR/OR-AND	15.3
==> critical path, delay by kind of cell, from the launching register on <==
family	cells	cell delay, ns
muxes	2	0.96
AOI/OAI and AO/OA	4	1.03
DFF	1	0.40
buffers and inverters	3	0.88
and+or+nand+nor	3	0.77
adders and majority gates	1	0.52
==> cells in the final DEF (no fill, tap or decap), types with 28 or more instances in the layout <==
| cell type | instances |
|---|---|
| sky130_fd_sc_hd__ha_1 | 43 |
| sky130_fd_sc_hd__xnor2_1 | 34 |
| sky130_fd_sc_hd__dfrtp_1 | 150 |
| sky130_fd_sc_hd__nor3_1 | 58 |
| sky130_fd_sc_hd__nand3_1 | 38 |
| sky130_fd_sc_hd__a211oi_1 | 32 |
| sky130_fd_sc_hd__mux4_2 | 57 |
| sky130_fd_sc_hd__mux2i_1 | 57 |
| sky130_fd_sc_hd__conb_1 | 204 |
| sky130_fd_sc_hd__clkdlybuf4s50_1 | 47 |
| sky130_fd_sc_hd__a21oi_1 | 113 |
| sky130_fd_sc_hd__xor2_1 | 28 |
| sky130_fd_sc_hd__nor2_1 | 144 |
| sky130_fd_sc_hd__nor2b_1 | 28 |
| sky130_fd_sc_hd__o21ai_0 | 68 |
| sky130_fd_sc_hd__mux2_2 | 79 |
| sky130_fd_sc_hd__nand2_1 | 130 |
| sky130_fd_sc_hd__inv_1 | 40 |
Power is estimated from default activity; no workload was simulated.
